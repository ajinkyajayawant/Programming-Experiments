<file path="flow/config.mk">
export PLATFORM = sky130hd
export DESIGN_NAME = BinToBcd
export DESIGN_NICKNAME = BinToBcd
export VERILOG_FILES = /design/flow/design.v
export SDC_FILE = /design/flow/constraint.sdc
export NUM_CORES = 4
export LEC_CHECK = 1
export CORE_AREA = 10 10 70 70
export DIE_AREA = 0 0 80 80
</file>
<file path="flow/constraint.sdc">
current_design BinToBcd

set clk_period 8.3
set clk_io_pct 0.2

create_clock -name clk0 -period $clk_period

set non_clock_inputs [all_inputs -no_clocks]
set_input_delay [expr $clk_period * $clk_io_pct] -clock clk0 $non_clock_inputs
set_output_delay [expr $clk_period * $clk_io_pct] -clock clk0 [all_outputs]
</file>
<file path="flow/design.v">
module BinToBcd(BinNumber , BcdNumber);
	input wire [6:0] BinNumber;
	output 	reg [7:0] BcdNumber;
	reg [3:0] tempTens;reg [3:0] units;reg [3:0] tens; 
	parameter dec=4'b1010;
always@(*)begin
	units[3:0]=BinNumber%dec;
	tempTens[3:0]=(BinNumber-units)/dec;
	tens[3:0]=tempTens%dec;
	BcdNumber[3:0]=units; 
	BcdNumber[7:4]=tens;
end
endmodule
</file>
<file path="flow/run.sh">
#!/bin/bash
# OpenROAD 26Q1-2900-gdf79404cd8, Yosys 0.63+post, stock flow scripts
make -C /OpenROAD-flow-scripts/flow DESIGN_CONFIG=/design/flow/config.mk WORK_HOME=/design/flow/orfs finish
</file>
==> job_summary.md <==
### Flow metrics

| Metric | Value |
|---|---|
| Num sequential | `0` |
| Hold Worst Slack | `between 4000 and 5000 ps` |
| Rows | `21` |
| Core area | `3416 um2` |
| Drc violations | `0` |
| Dominant logic cell type in the layout | `buf_4` |
| Max Cap Viol | `0` |
| Number of port buffers | `15` |
| Synth Cell Area | `between 1000 and 1500 um2` |
| Crit Path Max Fanout | `3` |
| Routability cong. | `around 0.84` |
| Diode count | `0` |
| Area Overhead vs Synth | `70.86%` |
| Ys cells | `around 160` |
| Die area | `approximately 6400 um2` |
| Post-Layout Cell Count | `approximately 270` |
| GRT Overall Usage | `0.09665` |
| Via count | `~1400` |
| Clock buffer cells | `0` |
| DIE WIDTH | `approximately 80 um` |
| Io pins | `15` |
| Top Layout Cells | `buf_4 (57), nor2_1 (17), nand2_1 (15), clkdlybuf4s50_1 (12)` |
| Post-Syn Instances | `between 150 and 200` |
| Leak | `approximately 0.74 nW` |
| Layout Utilization | `0.5220` |
| Seq share, synth | `0` |
| Mean Syn Cell Area | `6.441 um2` |
| Worst Max-Slew Pin Slew | `between 400 and 500 ps` |
| Worst min path class | `primary input to primary output` |
| Global-route wire length before repair | `5.485 mm` |
| Via count of the first global-routing pass | `1233` |
| Status | `complete, no violations` |
| DP HPWL | `~2.4 mm` |
| # placed instances | `267` |
| Initial Util | `0.3055` |
| FMAX | `124.6 MHz` |
| Die height | `roughly 80 um` |
| Tot Pwr | `~300 uW` |
| Rel. slew slack | `0.7228` |
| Total global routing overflow | `0` |
| Tally of OpenROAD warnings | `34` |
| Critical Path Start Type | `primary input` |
| Detail Route Antenna Nets | `0` |
| Share of post-route cells with drive strength above 1 | `0.4018` |
| Setup violations, final | `0` |
| Hold Fails Final Rpt | `0` |
| VDD IR max | `0.08356 mV` |
| Synth cell types | `roughly 47` |
| Post-layout minimum cycle time | `8029 ps` |
| Post-Route WL | `3.054 mm` |
| Initial antenna violation count | `0` |
| Critical path start-end classification | `primary input to primary output` |
| Worst path arrival time | `about 6400 ps` |
| Final period util | `0.9673` |
| 1st-iter DRT viols | `between 200 and 300` |
| Yosys chip area | `1044 um2` |
| Wire per inst | `11.31 um` |
| Drt first pass iters | `4` |
| Critical Path RT | `6640 ps` |
| RSZ-0062 raised after global routing | `yes` |
| Vias per cell | `5.063` |
| Cell Pwr Density | `169.5 nW/um2` |
| Final tally of max-slew violations | `0` |
| Worst Setup End Kind | `primary output` |
| Synth warnings | `1` |
| Largest net degree at the start of global routing | `16` |
| Register area | `0 um2` |
-- where the power goes --
group          internal [mW]  switching, mW  total [mW]
combinational          0.164          0.138       0.302
clock                      0              0           0
sequential                 0              0           0
-- path summary, 6_finish.rpt --
check | startpoint | end | depth (start not counted)
max | BinNumber[3] | BcdNumber[4] | 25
min | BinNumber[0] | BcdNumber[0] | 2
-- worst max-delay path, stage by stage --
cell and delay [ps]:
clkdlybuf4s50_1 470, and2b_1 210, xnor2_1 140, o31ai_1 90
a21oi_1 190, ha_2 220, inv_1 60, o21ai_2 100
a21oi_1 70, a31oi_1 170, a21oi_2 90, a2111oi_4 240
buf_4 180, inv_1 70, buf_4 130, ha_1 220
o311a_4 380, o31a_1 250, or2_1 250, buf_4 160
mux2i_1 110, or3_1 370, a32oi_1 170, o221ai_1 120
dlygate4sd2_1 250
-- logic make-up (layout without fill, tap and decap cells) --
group,Yosys count,after routing,share of synthesized area
compound gates,60,60,0.4161
xor+xnor,11,11,0.09953
fa+ha+maj,6,6,0.07194
buf+inv,18,80,0.07435
mux,4,4,0.03957
simple gates,63,63,0.2986
-- final cells by class --
cell class / count / area (um2)
inverters: 7 / 26.28
fillers: 321 / 1633
well taps: 46 / 57.56
multi-input cells: 144 / 1117
repair buffers: 73 / 581.8
-- metal layers --
metal / part of all wire / global-route usage
met1: 0.55 / 0.1502
met2: 0.41 / 0.1445
met3: 0.036 / 0.01250
met4: 0 / 0
met5: 0 / 0
-- Yosys cell counts, types with 2 or more instances --
cell type,number,share of area
nand3b_1,2,0.014
inv_1,7,0.025
clkbuf_1,7,0.025
a21oi_1,9,0.043
o21ai_0,13,0.062
xor2_1,3,0.025
xnor2_1,7,0.059
mux2i_1,3,0.029
o21ai_2,2,0.017
nand2b_1,2,0.012
ha_1,6,0.072
nor2_1,20,0.072
buf_4,2,0.014
nor3_1,3,0.014
nor2b_1,5,0.030
o31a_1,2,0.017
o41ai_1,2,0.017
nand2_1,15,0.054
o22ai_1,3,0.018
or3_1,5,0.030
buf_2,2,0.0096
a221oi_1,2,0.017
a31oi_1,4,0.024
nor4_1,2,0.012
a211oi_1,8,0.058
a32oi_1,2,0.017
nand3_1,3,0.014
a22oi_1,2,0.014
-- per-stage QoR --
stage          instance area, um2  setup TNS (ps)  setup slack (ps)
3_3_place_gp                 1613          -412.9            -243.7
5_1_grt                      1783          -56.18            -30.20
4_1_cts                      1733               0             12.92
2_1_floorplan                1044               0             202.5
6_report                     1783               0             271.3
3_5_place_dp                 1613          -519.1            -281.1
-- timing repair --
item | CTS | global route
hold endpoints to repair | 0 | 0
gates resized | 23 | 16
endpoints found under the setup margin | 3 | 4
pin swaps | 16 | 11
hold buffers | 0 | 0
buffers inserted | 3 | 0
Power and IR drop assume default switching activity.
