==> design.v <==
module test_fft8( 
);
	reg signed [11:0]  Te1;
	reg signed [11:0]  Te2;
	reg signed [11:0]  Te3;
	reg signed [11:0]  Te4;
	reg signed [11:0]  Te5;
	reg signed [11:0]  Te6;
	reg signed [11:0]  Te7;
	reg signed [11:0]  Te8;
	   wire signed [11:0]  Ter0;
	   wire signed [11:0]  Ter1;
	   wire signed [11:0]  Ter2;
	   wire signed [11:0]  Ter3;
	   wire signed [11:0]  Ter4;
	   wire signed [11:0]  Ter5;
	   wire signed [11:0]  Ter6;
	   wire signed [11:0]  Ter7;
	   wire signed [11:0]  Tei0;
	   wire signed [11:0]  Tei1;
	   wire signed [11:0]  Tei2;
	   wire signed [11:0]  Tei3;
	   wire signed [11:0]  Tei4;
	   wire signed [11:0]  Tei5;
	   wire signed [11:0]  Tei6;
	   wire signed [11:0]  Tei7;
	fft8 m0(
	.Ar0(Te1),.Ar1(Te2),.Ar2(Te3),.Ar3(Te4),.Ar4(Te5),.Ar5(Te6),.Ar6(Te7),.Ar7(Te8),
	.Yr0(Ter0),.Yr1(Ter1),.Yr2(Ter2),.Yr3(Ter3),.Yr4(Ter4),.Yr5(Ter5),.Yr6(Ter6),.Yr7(Ter7),
	.Yi0(Tei0),.Yi1(Tei1),.Yi2(Tei2),.Yi3(Tei3),.Yi4(Tei4),.Yi5(Tei5),.Yi6(Tei6),.Yi7(Tei7)
	);
	initial begin
	Te1=12'd10;
	Te2=12'd5;
	Te3=-12'd10;
	Te4=12'd12;	
	Te5=-12'd15;	
	Te6=12'd14;
	Te7=12'd0;
	Te8=-12'd9;
	#5$display("The values of input are %3d , %3d , %3d , %3d , %3d , %3d , %3d , %3d and the values of the ouputs are %3d+%3di , %3d+%3di , %3d+%3di , %3d+%3di , %3d+%3di , %3d+%3di , %3d+%3di , %3d+%3di ",Te1,Te2,Te3,Te4,Te5,Te6,Te7,Te8,Ter0,Tei0,Ter1,Tei1,Ter2,Tei2,Ter3,Tei3,Ter4,Tei4,Ter5,Tei5,Ter6,Tei6,Ter7,Tei7);
	end
endmodule
module fft8(
Ar0,Ar1,Ar2,Ar3,Ar4,Ar5,Ar6,Ar7, 
Yr0,Yr1,Yr2,Yr3,Yr4,Yr5,Yr6,Yr7, 
Yi0,Yi1,Yi2,Yi3,Yi4,Yi5,Yi6,Yi7
);	
	parameter TEN=+12'd10;
	input  wire signed [11:0]  Ar0;
	input  wire signed [11:0]  Ar1;
	input  wire signed [11:0]  Ar2;
	input  wire signed [11:0]  Ar3;
	input  wire signed [11:0]  Ar4;
	input  wire signed [11:0]  Ar5;
	input  wire signed [11:0]  Ar6;
	input  wire signed [11:0]  Ar7;
	output  wire signed [11:0]  Yr0;
	output  wire signed [11:0]  Yr1;
	output  wire signed [11:0]  Yr2;
	output  wire signed [11:0]  Yr3;
	output  wire signed [11:0]  Yr4;
	output  wire signed [11:0]  Yr5;
	output  wire signed [11:0]  Yr6;
	output  wire signed [11:0]  Yr7;
	output  wire signed [11:0]  Yi0;
	output  wire signed [11:0]  Yi1;
	output  wire signed [11:0]  Yi2;
	output  wire signed [11:0]  Yi3;
	output  wire signed [11:0]  Yi4;
	output  wire signed [11:0]  Yi5;
	output  wire signed [11:0]  Yi6;
	output  wire signed [11:0]  Yi7;
	reg signed [11:0] Wr0=12'd10; 
	reg signed [11:0] Wi0=12'd0;
	reg signed [11:0] Wr1=12'd7; 
	reg signed [11:0] Wi1=12'd7;
	reg signed [11:0] Wr2=12'd0; 
	reg signed [11:0] Wi2=12'd10;
	reg signed [11:0] Wr3= -12'd7; 
	reg signed [11:0] Wi3=12'd7;
	wire signed [11:0] Sr0; 
	wire signed [11:0] Si0;
	wire signed [11:0] Sr1; 
	wire signed [11:0] Si1;
	wire signed [11:0] Sr2; 
	wire signed [11:0] Si2;
	wire signed [11:0] Sr3; 
	wire signed [11:0] Si3;
	wire signed [11:0] Qr0; 
	wire signed [11:0] Qi0;
	wire signed [11:0] Qr1; 
	wire signed [11:0] Qi1;
	wire signed [11:0] Qr2; 
	wire signed [11:0] Qi2;
	wire signed [11:0] Qr3; 
	wire signed [11:0] Qi3;
	wire signed [11:0] Mr0; 
	wire signed [11:0] Mi0;
	wire signed [11:0] Mr1; 
	wire signed [11:0] Mi1;
	wire signed [11:0] Mr2; 
	wire signed [11:0] Mi2;
	wire signed [11:0] Mr3; 
	wire signed [11:0] Mi3;
	fft4 u0(
	.Cin0(Ar0),.Cin1(Ar2),.Cin2(Ar4),.Cin3(Ar6),
	.COur0(Sr0),.COur1(Sr1),.COur2(Sr2),.COur3(Sr3), 
	.COui0(Si0),.COui1(Si1),.COui2(Si2),.COui3(Si3)
	);
	fft4 u1(
	.Cin0(Ar1),.Cin1(Ar3),.Cin2(Ar5),.Cin3(Ar7),
	.COur0(Qr0),.COur1(Qr1),.COur2(Qr2),.COur3(Qr3),
	.COui0(Qi0),.COui1(Qi1),.COui2(Qi2),.COui3(Qi3)
	);
	Mul2Comp w0(
	.Ar(Wr0),.Ai(Wi0),
	.Br(Qr0),.Bi(Qi0),
	.Yr(Mr0),.Yi(Mi0)
	);
	Mul2Comp w1(
	.Ar(Wr1),.Ai(Wi1),
	.Br(Qr1),.Bi(Qi1),
	.Yr(Mr1),.Yi(Mi1)
	);
	Mul2Comp w2(
	.Ar(Wr2),.Ai(Wi2),
	.Br(Qr2),.Bi(Qi2),
	.Yr(Mr2),.Yi(Mi2)
	);
	Mul2Comp w3(
	.Ar(Wr3),.Ai(Wi3),
	.Br(Qr3),.Bi(Qi3),
	.Yr(Mr3),.Yi(Mi3)
	);
	assign Yr0=(Sr0*TEN)+Mr0;
	assign Yi0=(Si0*TEN)+Mi0;
	assign Yr1=(Sr1*TEN)+Mr1;
	assign Yi1=(Si1*TEN)+Mi1;
	assign Yr2=(Sr2*TEN)+Mr2;
	assign Yi2=(Si2*TEN)+Mi2;
	assign Yr3=(Sr3*TEN)+Mr3;
	assign Yi3=(Si3*TEN)+Mi3;
	assign Yr4=(Sr0*TEN)-Mr0;
	assign Yi4=(Si0*TEN)-Mi0;
	assign Yr5=(Sr1*TEN)-Mr1;
	assign Yi5=(Si1*TEN)-Mi1;
	assign Yr6=(Sr2*TEN)-Mr2;
	assign Yi6=(Si2*TEN)-Mi2;
	assign Yr7=(Sr3*TEN)-Mr3;
	assign Yi7=(Si3*TEN)-Mi3;
endmodule
module fft4(
Cin0,Cin1,Cin2,Cin3,
COur0,COur1,COur2,COur3,
COui0,COui1,COui2,COui3
);
	input signed [11:0] Cin0;
	input signed [11:0] Cin1;
	input signed [11:0] Cin2;
	input signed [11:0] Cin3;
	wire [11:0] Cin0;
	wire [11:0] Cin1;
	wire [11:0] Cin2;
	wire [11:0] Cin3;
	output signed [11:0] COur0;
	output signed [11:0] COur1;
	output signed [11:0] COur2;
	output signed [11:0] COur3;
	output signed [11:0] COui0;
	output signed [11:0] COui1;
	output signed [11:0] COui2;
	output signed [11:0] COui3;
	wire [11:0] COur0;
	wire [11:0] COur1;
	wire [11:0] COur2;
	wire [11:0] COur3;
	wire [11:0] COui0;
	wire [11:0] COui1;
	wire [11:0] COui2;
	wire [11:0] COui3;
	wire signed [11:0] Cat0; 
	wire signed [11:0] Cat1;
	wire signed [11:0] Cat2;
	wire signed [11:0] Cat3;
	fft2 u0(.Fin0(Cin0),.Fin1(Cin2),.Fout0(Cat0),.Fout1(Cat1));
	fft2 u1(.Fin0(Cin1),.Fin1(Cin3),.Fout0(Cat2),.Fout1(Cat3));
	assign COur0=Cat0+Cat2;
	assign COui0=0;
	assign COur1=Cat1;
	assign COui1=Cat3;
	assign COur2=Cat0-Cat2;
	assign COui2=0;
	assign COur3=Cat1;
	assign COui3= -Cat3;
endmodule
module fft2(
Fin0,Fin1,Fout0,Fout1
);
	input signed [11:0] Fin0;
	input signed [11:0] Fin1;
	output signed [11:0] Fout0;
	output signed [11:0] Fout1;
	wire [11:0] Fin0;
	wire [11:0] Fin1;
	wire [11:0] Fout0;
	wire [11:0] Fout1;
	assign Fout0=Fin0+Fin1;
	assign Fout1=Fin0-Fin1;
endmodule
module Mul2Comp(Ar,Ai,Br,Bi,Yr,Yi);
	input wire [11:0] Ar;
	input wire [11:0] Ai;
	input wire [11:0] Br;
	input wire [11:0] Bi;
	output [11:0] Yr;
	output [11:0] Yi;
	wire [11:0] Yr;
	wire [11:0] Yi;
	assign Yr=(Ar*Br)-(Ai*Bi);
	assign Yi=(Ar*Bi)+(Ai*Br);
endmodule
==> run.sh <==
#!/bin/bash
# OpenROAD 26Q1-2900-gdf79404cd8, Yosys 0.63+post, stock flow scripts
make -C /OpenROAD-flow-scripts/flow DESIGN_CONFIG=/design/flow/config.mk WORK_HOME=/design/flow/orfs finish
==> config.mk <==
export PLATFORM = sky130hd
export DESIGN_NAME = fft8
export DESIGN_NICKNAME = fft8
export VERILOG_FILES = /design/flow/design.v
export SDC_FILE = /design/flow/constraint.sdc
export NUM_CORES = 4
export LEC_CHECK = 1
export CORE_UTILIZATION = 50
==> constraint.sdc <==
current_design fft8

set clk_period 22.7
set clk_io_pct 0.2

create_clock -name clk0 -period $clk_period

set non_clock_inputs [all_inputs -no_clocks]
set_input_delay [expr $clk_period * $clk_io_pct] -clock clk0 $non_clock_inputs
set_output_delay [expr $clk_period * $clk_io_pct] -clock clk0 [all_outputs]
==> results.yml <==
# physical design summary
logic_synthesis:
  yosysTopAreaCell: "ha_1"
  most_common_cell: "ha_1"
  ys.warnings.count: 1
  ys_cells: 2162
  adder_share_pct: 41.3
  avgSynthCellArea_um2: 7.82
  synthCells: 2162
  ys_sh_aoi_pct: 18.7
  xor_area_share_pct: 19.6
  simple_gate_area_share_pct: 8.35
  ys_area_mm2: 0.0169
  topCellsByArea: "ha_1 32%, xnor2_1 13%, fa_1 8.9%"
  top_cells_by_count: "438 x ha_1, 395 x inv_1, 246 x xnor2_1, 196 x a21oi_1, 140 x nor2_1"
  topCombFamilyByArea: "adder cells"
  mux_share_pct: 0.126
  synth_cell_types: 68
  top_cell_area_share_pct: 32.4
  seq_area_frac_synth_pct: 0
  synthesis.area_mm2: 0.0169
run:
  warning_count: 169
  max-cap-violations: 0
layout:
  seq_area_um2: 0
  final_core_util_pct: 59.7
  ff_count: 0
  drive_above_1_share_pct: 0.929
  area_delta_synth_final_pct: 16.0
  nClkBuffers: 0
placement:
  gp_congestion: 0.988
  io_buffers: 254
  dp_hpwl_um: 38300
clocking:
  ctsResizeCount: 0
  postCtsHoldBufs: 0
  cts_setup_buffers: 0
floorplanning:
  std_cell_rows: 66
  die_h_um: 186
  ios: 288
  die_w_um: 186
  coreArea_mm2: 0.0329
  die-area_mm2: 0.0346
  initial_utilization_pct: 51.4
route:
  drt_iter0_drc: 553
  wl_per_cell_um: 14.8
  num_vias: 14100
  num_antenna_cells: 0
  vias_per_cell: 5.02
  route.antenna.remaining_nets: 0
  drc: 0
  drtPass1Iterations: 5
  wl_um: 41700
final_timing:
  worst_pin_slew_ns: 0.826
  clock.fmax_ghz: 0.0587
  finalCriticalPeriod_ns: 17.02
  finalHoldViolations: 0
  slew_viol_final: 0
  finalSetupViolCount: 0
  finalSetupTns_ns: 0
  timing.final.crit_share_pct: 75.0
  relSlewSlack_pct: 44.6
  rsz0062_at_grt: "no"
global_route:
  grt_pass1_vias: 13200
  grt_max_degree: 12
  antenna_found_initial: 0
  gr-usage-all-layers_pct: 24.8
  grt_remaining_overflow: 0
  grt_pass1_wl_um: 65500
worst_setup_path:
  critical_path_peak_fanout: 4
  cpMaxStageDelayCell: "fa_1"
  cp-end-kind: "output pin"
  slowest_delay_ns: 0.60
  cp_data_required_time_ns: 18.16
  cp.arrival_ns: 12.48
  critical_path.startpoint_type: "input pin"
  crit_type: "input pin to output pin"
min_path:
  hold_path.class: "input pin to output pin"
status:
  status: "finished clean"
[metrics by stage]
step | hold WS [ns] | setup WS (ns) | instances | area (um^2)
final | 10.40 | 5.68 | 2810 | 19600
after floorplan | 9.40 | 7.63 | 2191 | 17000
after global placement | 10.42 | 5.63 | 2810 | 19600
after detailed placement | 10.42 | 5.61 | 2810 | 19600
after CTS | 10.42 | 5.59 | 2810 | 19600
after global routing | 10.48 | 5.22 | 2810 | 19600
[per-layer routing]
layer / vias up / GRT usage [%] / wire (um)
li1: 7443 / - / -
met1: 6368 / 35.9 / 20400
met2: 275 / 40.0 / 18400
met3: 32 / 3.29 / 2030
met4: 0 / 4.43 / 887
met5: - / 0 / 0
[cells by family (layout without fill, tap and decap cells)]
family / count (synthesis) / after routing
mux: 2 / 2
other cells: 1 / 30
compound gates: 502 / 502
simple gates: 306 / 306
xor+xnor: 362 / 362
buf+inv: 476 / 653
fa+ha+maj: 513 / 513
[worst max-delay path, delay by kind of cell]
| family | cells | cell delay [ns] |
|---|---|---|
| adders and majority gates | 8 | 2.95 |
| and+or+nand+nor | 4 | 0.41 |
| AOI/OAI and AO/OA | 7 | 1.43 |
| xor gates and xnor gates | 5 | 1.50 |
| buffers and inverters | 6 | 1.65 |
[cell type report]
cell class	count	area (um^2)
inverter	396	1490
multi-input combinational	1715	15000
timing repair buffer	257	2560
tap	442	553
fill	3051	13200
[worst paths after layout]
kind	from	endpoint	slack, ns	cells after the start
hold / removal	Ar4[0]	Yr7[1]	10.40	5
setup / recovery	Ar7[1]	Yr7[11]	5.68	30
[cells in the final DEF, fill, tap and decap left out, types with 19 or more instances in the layout]
| cell | instances |
|---|---|
| ha_1 | 438 |
| inv_1 | 395 |
| clkdlybuf4s50_1 | 254 |
| xnor2_1 | 246 |
| a21oi_1 | 196 |
| nor2_1 | 140 |
| xor2_1 | 103 |
| o21bai_1 | 88 |
| fa_1 | 75 |
| o21ai_0 | 65 |
| a21o_1 | 57 |
| nand2_1 | 43 |
| conb_1 | 30 |
| nor3_1 | 28 |
| nand2b_1 | 26 |
| nor2b_1 | 23 |
| o21a_1 | 19 |
