File: design/flow/constraint.sdc
current_design decoder_using_assign

set clk_period 1.2
set clk_io_pct 0.2

create_clock -name clk0 -period $clk_period

set non_clock_inputs [all_inputs -no_clocks]
set_input_delay [expr $clk_period * $clk_io_pct] -clock clk0 $non_clock_inputs
set_output_delay [expr $clk_period * $clk_io_pct] -clock clk0 [all_outputs]
File: design/flow/run.sh
#!/bin/bash
# OpenROAD 26Q1-2900-gdf79404cd8, Yosys 0.63+post, stock flow scripts
make -C /OpenROAD-flow-scripts/flow DESIGN_CONFIG=/design/flow/config.mk WORK_HOME=/design/flow/orfs finish
File: design/flow/config.mk
export PLATFORM = sky130hd
export DESIGN_NAME = decoder_using_assign
export DESIGN_NICKNAME = decoder_using_assign
export VERILOG_FILES = /design/flow/design.v
export SDC_FILE = /design/flow/constraint.sdc
export NUM_CORES = 4
export LEC_CHECK = 1
export CORE_AREA = 10 10 70 70
export DIE_AREA = 0 0 80 80
File: design/flow/design.v
module decoder_using_assign (
binary_in   ,  
decoder_out ,  
enable         
);
input [3:0] binary_in  ;
input  enable ; 
output [15:0] decoder_out ; 
wire [15:0] decoder_out ; 
assign decoder_out = (enable) ? (1 << binary_in) : 16'b0 ;
endmodule
==> impl_metrics.env <==
# yosys + openroad results
export IMPL_layout_top_cell="buf_2"
export IMPL_dp_cells=93
export IMPL_power_density_mw_per_mm2=220
export IMPL_hold_depth=4
export IMPL_fillers=388
export IMPL_wirelength_mm=1.06
export IMPL_vias_per_cell=2.85
export IMPL_leakagePower_nw=0.247
export IMPL_gp_congestion=0.709
export IMPL_status="finished, violations left"
export IMPL_n_sequential_cell=0
export IMPL_drv_cap=0
export IMPL_hold_end="decoder_out[8]"
export IMPL_ios=21
export IMPL_post_route_min_period_ns=1.32
export IMPL_setup_tns_ns=-0.322
export IMPL_cpPeakStageDelay_ns=0.41
export IMPL_fin_crit_sh_pct=110
export IMPL_synth_area_um2=120
export IMPL_utilization_pct=15.5
export IMPL_rsz0062_at_grt="true"
export IMPL_max_freq_mhz=755
export IMPL_port_buffers=21
export IMPL_nClkBuffers=0
export IMPL_hold_buffers=0
export IMPL_core_area_mm2=0.00342
export IMPL_power_uw=117
export IMPL_finalNonFillerCells=103
export IMPL_cp_start_kind="primary input"
export IMPL_postSynthSeqShare_pct=0
export IMPL_num_antenna_cells=0
export IMPL_crit_fanout=4
export IMPL_critical_path_class="primary input to primary output"
export IMPL_initCoreUtil_pct=3.52
export IMPL_syn_area_per_cell_um2=5.22
export IMPL_regArea_um2=0
export IMPL_wl_per_cell_um=10.3
export IMPL_worstMarginPinSlew_ns=0.184
export IMPL_hold_viol=0
export IMPL_warning_count=34
export IMPL_slowest_stage="or3b_4"
export IMPL_violations="negative setup slack"
export IMPL_yosys_warnings=0
export IMPL_cp_arrival_ns=1.08
export IMPL_final_cell_mix="buf_2 (13), buf_6 (8), buf_4 (7)"
export IMPL_antenna_found_initial=0
export IMPL_hold_path_class="primary input to primary output"
export IMPL_vias=294
export IMPL_syn2layout_area_growth_pct=342
export IMPL_area_combinational_um2=200
export IMPL_ys_chip_area_um2=120
export IMPL_syn_inst=23
export IMPL_dpl_hpwl_um=824
export IMPL_synthDistinctLibCells=9
export IMPL_peakVddDrop_mv=0.0389
export IMPL_gr_usage_all_layers_pct=2.89
export IMPL_slew_headroom_pct=87.7
export IMPL_grt_pass1_vias=276
export IMPL_synth_stat_cells=23
export IMPL_crit_chain="buf_8, or3b_4, buf_6, nor3_2, buf_2"
export IMPL_setup_ws_ns=-0.124
export IMPL_drc=0
export IMPL_drtIter0Drc=1
export IMPL_chipArea_mm2=0.00640
export IMPL_fp_dieW_um=80
export IMPL_grt_pass1_wl_mm=1.46
export IMPL_rows=21
export IMPL_setup_viol_count_final=4
export IMPL_drive_gt1_share_pct=84.2
export IMPL_grt_max_degree=5
export IMPL_critPathCaptureType="primary output"
export IMPL_die_h_um=80
export IMPL_grt_overflow=0
export IMPL_maxSlewViolCount=0
export IMPL_hold_start="binary_in[2]"
export IMPL_crit_required_ns=0.96
export IMPL_dr_pass1_iters=2
export IMPL_drtAntennaViolNets=0
[metal layers]
metal | GRT usage [%] | routed length, um
met1 | 2.97 | 408
met2 | 5.78 | 551
met3 | 0.909 | 100
met4 | 0 | 0
met5 | 0 | 0
[Yosys cell counts, drive strengths merged]
master | number | area (um^2)
nand2b | 2 | 12.5
nand3 | 1 | 5.00
nand3b | 2 | 15.0
nor2 | 12 | 47.6
or3b | 1 | 11.3
nand2 | 1 | 3.75
nor3 | 4 | 25.0
[per-stage QoR]
stage	worst slack [ns]	hold WS, ns	area, um^2
after CTS	-0.136	0.837	489
after floorplan	0.238	0.493	120
after global routing	-0.149	0.865	531
after global placement	-0.787	1.55	410
final	-0.124	0.843	531
after detailed placement	-0.793	1.54	410
[timing repair]
action	in CTS	in global routing
pin swaps	13	7
setup buffers	9	1
endpoints found under the setup margin	16	12
endpoints found under the hold margin	0	0
resized	85	10
[worst max-delay path by stage]
stage     cells past startpoint          from  slack [ns]             end
5_1_grt                       5  binary_in[1]       -0.15  decoder_out[9]
4_1_cts                       5  binary_in[2]       -0.14  decoder_out[0]
6_report                      5  binary_in[1]       -0.12  decoder_out[0]
[power by group]
group / switching [mW] / internal [mW]
combinational: 0.0504 / 0.0665
clock: 0 / 0
sequential: 0 / 0
total: 0.0504 / 0.0665
[cell type report]
cell class         count  area share, %
repair buffers        34           51.4
well taps             46           10.8
multi-input cells     23           37.7
[worst max-delay path, delay by kind of cell]
family	cells	cell delay (ns)
buf+inv	3	0.35
simple gates	2	0.49
[cells by family after synthesis]
group / count (synthesis) / synth area share (%)
AND/OR/NAND/NOR: 23 / 100
